File: ./config.mk
export PLATFORM = sky130hd
export DESIGN_NAME = ram
export DESIGN_NICKNAME = ram
export VERILOG_FILES = /design/flow/design.v
export SDC_FILE = /design/flow/constraint.sdc
export NUM_CORES = 4
export LEC_CHECK = 1
export CORE_UTILIZATION = 30
File: ./constraint.sdc
current_design ram

set clk_period 40.2
set clk_io_pct 0.2

create_clock -name clk0 -period $clk_period [get_ports {clk}]

set non_clock_inputs [all_inputs -no_clocks]
set_input_delay [expr $clk_period * $clk_io_pct] -clock clk0 $non_clock_inputs
set_output_delay [expr $clk_period * $clk_io_pct] -clock clk0 [all_outputs]
File: ./design.v
module ram #(
  parameter N=6, M=32
)(
  input  logic           clk,
  input  logic           we,
  input  logic [N-1 : 0] adr,
  input  logic [M-1 : 0] din,
  output logic [M-1 : 0] dout
);
logic [M-1 : 0] meme [2**N - 1 : 0];
always_ff @(posedge clk) begin
  if (we) meme[adr] <= din;
end
assign dout = meme[adr];
endmodule
File: ./run.sh
#!/bin/bash
# OpenROAD 26Q1-2900-gdf79404cd8, Yosys 0.63+post, stock flow scripts
make -C /OpenROAD-flow-scripts/flow DESIGN_CONFIG=/design/flow/config.mk WORK_HOME=/design/flow/orfs finish
==> metrics.yaml <==
largest-register: "meme"
tool_warnings: 26
postSynthSeqShare: 0.786
outcome: "complete, but fails checks"
maxSlewViolCount: 2
setup_viol: 0
synth-warning-count: 1
hold_end: "meme[62][22]$_DFFE_PP_"
cellPowerDensity_nw_per_um2: 48.4
met3_length_mm: 37.5
avgRoutedWirePerCell_um: 27.4
total_power_w: 0.00434
max-vdd-ir-drop_v: 0.0000506
highest_layer: "met5"
violations: "max-capacitance violations, max-slew violations"
vias: 42000
die_x_um: 513
drive_gt1_frac: 0.181
slew_headroom: -0.104
path_class: "input port to output pin"
holdBufCountCts: 0
cts_resized: 0
syn_area_um2: 78300
edf_count: 2048
first_global_vias: 44137
viasPerCell: 5.31
grt-ovfl-total: 0
crit_buf_inv: 6
routed_wl_mm: 217
crit_family: "buffers and inverters"
top_cell_area_share: 0.786
fmax_ghz: 0.0466
cts_htree_levels: 4
cts_tree: "done"
ys_cells: 4207
min_period_ns: 21.45
power.leakage_nw: 28.1
startpoint_type: "input port"
required_ns: 32.16
cts_buffers: 185
cts.clk_slew.worst_paths_ns: 0.06
cp_slowest_stage_delay_ns: 1.34
core_um2: 259000
place_congestion: 0.886
postSynth.asyncResetShare: 0
top_regs: "meme x2048"
ant_nets: 0
die_y_um: 513
arrival_ns: 13.41
avgSynthCellArea_um2: 18.6
cap_violations: 1
synth-area-yosys_um2: 78300
grt_pass1_wl_mm: 311
ff_type: "edfxtp_1"
min_period_over_period: 0.534
cpMostUsedCell: "buf_4"
drtIter0Drc: 3014
dr.pass1.iters: 5
slowest_stage: "a2111oi_0"
topCellsByArea: "edfxtp_1 79%, mux2i_1 3.3%, mux4_2 2.8%"
min_from: "din[22]"
wl_met2_mm: 98.2
clockBufferDepth: 3
holdPathStages: 1
dp_hpwl_mm: 122
netlist.top_cell.by_area: "edfxtp_1"
ios: 72
worstSetupEndpointType: "output pin"
root_buffer: "clkbuf_16"
numPortBuffers: 71
hold_path.class: "input port to flip-flop"
num_rows: 187
clock-sinks: 2048
antenna_found_initial: 5
path_max_fanout: 67
ys_seq_elements: 2048
area_growth_pct: 14.6
remaining_drc_errors: 0
dieArea_um2: 263000
m1WireLength_mm: 73.3
postCtsSetupBuffers: 0
finalHoldViolCount: 0
fp_util: 0.302
largest_register_ffs: 2048
synth_cells: 4207
rsz0062_at_grt: "false"
crit_path_cell_trace: "buf_8, buf_4, nand2b_2, buf_4, buf_4, nor2_2, buf_4, a22oi_1, a31oi_1, a2111oi_0, nand3_1, clkdlybuf4s50_1"
grt_usage: 0.175
max_slew.worst_pin.slew_ns: 1.61
tns_ns: 0
grt_max_degree: 100
synthDistinctLibCells: 55
## metal layers
layer  GRT usage  vias to the layer above
li1            -                    17849
met1       0.198                    20895
met2       0.255                     2874
met3       0.139                      364
met4      0.0479                       18
met5      0.0133                        -
## area by class of cell
type                    instances  area (um^2)
multi-input cells            1859        16100
diodes                          2         5.00
inverters                       2         15.0
repair buffers                258         1980
clock inverters               116         1020
flip-flops and latches       2048        61500
clock buffers                 222         4870
fillers                     23674       170000
well taps                    3402         4260
## stage by stage
stage | util | hold WS [ns] | cells | setup WS (ns) | instance area, um^2
floorplan | - | 8.14 | 4207 | 22.01 | 78300
global placement | 0.323 | 8.28 | 7569 | 18.88 | 83800
detailed placement | 0.323 | 8.29 | 7569 | 18.85 | 83800
CTS | 0.346 | 7.41 | 7907 | 18.82 | 89700
global route | 0.346 | 7.43 | 7907 | 18.72 | 89700
finish | 0.346 | 7.45 | 7909 | 18.75 | 89700
## synthesized netlist by cell type, types with 15 or more instances
library cell  instances
or4_1                15
and3_1               85
a21oi_1             121
a222oi_1             16
a22o_1               66
mux2_2              147
a22oi_1             188
a31oi_1              43
a211oi_1             17
a221o_1              15
nor2_1              145
o2bb2ai_1            15
nand2b_1             18
nor3_1               22
a2111oi_0            15
mux4_2               96
o22ai_1              93
a221oi_1            175
o21ai_0              84
nand3_1              54
mux2i_1             259
o22a_1               70
edfxtp_1           2048
buf_1                33
clkbuf_1            168
nand2_1              28
buf_2                83
## placed cells by master (no fill, tap or decap), types with 16 or more instances in the layout
master           synthesis  routed
mux4_2                  96      96
a31oi_1                 43      43
a21oi_1                121     121
nor3_1                  22      19
o22ai_1                 93      93
clkinv_1                 0      47
buf_4                    8     186
clkbuf_1               168      32
bufinv_16                0      17
edfxtp_1              2048    2048
nor2_1                 145      77
a221oi_1               175     175
o22a_1                  70      70
clkdlybuf4s50_1          0      36
a211oi_1                17      17
a22o_1                  66      66
clkinv_2                 0      38
a222oi_1                16      16
buf_2                   83      32
nand3_1                 54      53
clkbuf_16                0     190
o21ai_0                 84      84
nand2_1                 28      27
mux2i_1                259     259
mux2_2                 147     147
a22oi_1                188     188
nor2_4                   0      67
and3_1                  85      85
## how the worst max path moves through the flow
stage	end	depth (start not counted)	start	slack, ns
CTS	dout[4]	10	adr[1]	18.82
global route	dout[4]	10	adr[1]	18.72
finish	dout[4]	12	adr[1]	18.75
## report_power, final
group | switching (W) | internal, W
clock | 0.000768 | 0.000972
combinational | 0.000161 | 0.0000740
sequential | 0.00000293 | 0.00236
## cells by family (layout without fill, tap and decap cells)
| group | count (synthesis) | count (layout) | synth area share |
|---|---|---|---|
| AOI/OAI and AO/OA | 933 | 933 | 0.0873 |
| buffers and inverters | 300 | 598 | 0.0170 |
| DFF | 2048 | 2048 | 0.786 |
| muxes | 502 | 502 | 0.0819 |
| other | 0 | 2 | 0 |
| and+or+nand+nor | 424 | 424 | 0.0283 |
