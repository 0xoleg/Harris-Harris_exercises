==> flow/design.v <==
module mul_float(
  input  logic [31:0] a, b,
  output logic [31:0] y
);
logic [31:0] g, l;
logic [ 7:0] g_exponent, l_exponent;
logic [23:0] g_with_implicit_one, l_with_implicit_one;
logic [ 7:0] exps_diff, exps_sum_next;
logic [47:0] mul, mul_next;
logic [47:0] leading_one_found;
logic [ 5:0] leading_one_bit_num [48];
logic y_sign;
logic [5:0] shift;
always_comb begin
  y_sign = a[31] ^ b[31];
  if (a[30:0] >= b[30:0]) begin g = a; l = b; end
  else                    begin g = b; l = a; end
  exps_diff = g[30:23] - l[30:23];
  l_with_implicit_one = {1'b1, l[22:0]} >> exps_diff;
  g_with_implicit_one = {1'b1, g[22:0]};
  mul = g_with_implicit_one * l_with_implicit_one;
  leading_one_found[47] = mul[47];
  leading_one_bit_num[47] = 6'd0;
  for ( int i = 46; i >= 0; i -= 1 ) begin
    if ( leading_one_found[i+1] ) begin
      leading_one_found[i] = 1'b1;
      leading_one_bit_num[i] = leading_one_bit_num[i+1];
    end
    else begin
      leading_one_found[i] = mul[i];
      if ( mul[i] ) begin leading_one_bit_num[i] = i; end
      else          begin leading_one_bit_num[i] = 6'd0; end
    end
  end
  shift = (6'd46 - leading_one_bit_num[0]);
  g_exponent = 2*g[30:23] - shift - 127;
  mul_next = mul << shift;
  y = {y_sign, g_exponent, mul_next[45:23]};
end
endmodule
==> flow/run.sh <==
#!/bin/bash
# OpenROAD 26Q1-2900-gdf79404cd8, Yosys 0.63+post, stock flow scripts
make -C /OpenROAD-flow-scripts/flow DESIGN_CONFIG=/design/flow/config.mk WORK_HOME=/design/flow/orfs finish
==> flow/config.mk <==
export PLATFORM = sky130hd
export DESIGN_NAME = mul_float
export DESIGN_NICKNAME = mul_float
export VERILOG_FILES = /design/flow/design.v
export SDC_FILE = /design/flow/constraint.sdc
export NUM_CORES = 4
export LEC_CHECK = 1
export CORE_UTILIZATION = 50
==> flow/constraint.sdc <==
current_design mul_float

set clk_period 52.3
set clk_io_pct 0.2

create_clock -name clk0 -period $clk_period

set non_clock_inputs [all_inputs -no_clocks]
set_input_delay [expr $clk_period * $clk_io_pct] -clock clk0 $non_clock_inputs
set_output_delay [expr $clk_period * $clk_io_pct] -clock clk0 [all_outputs]
==> flow.log <==
[report] extracting results
INFO  metric postSynthCellCount = 3,270
INFO  metric wirelength = approximately 86 mm
INFO  metric yosys_cells = about 3,300
INFO  metric fin_setup_tns = 0 ns
INFO  metric sequential_cell_area = 0 um2
INFO  metric ys_top_cells_by_count = inv_1, fa_1, nand2_1, nor2_1, ha_1
INFO  metric gp_congestion = ~1.0
INFO  metric path_max_fanout = about 44
INFO  metric antenna_cells = 0
INFO  metric final-max-slew-violation-count = 0
INFO  metric antenna_found_initial = 1
INFO  metric fin_worst_setup_slack = 12.89 ns
INFO  metric most_prevalent_standard_cell_on_the_critical_path = fa_1
INFO  metric synth.avg_cell_area = 7.96 um2
INFO  metric most_common_cell = inv_1
INFO  metric grt_pass1_vias = about 24,000
INFO  metric ff_count = 0
INFO  metric critPathMaxStageDelay = 0.95 ns
INFO  metric yosys_synthesis_chip_area = roughly 26,000 um2
INFO  metric mappedNetlistArea = about 26,000 um2
INFO  metric detail_route.drc_violations = 0
INFO  metric global_route.overflow_total = 0
INFO  metric yosys.area.top_type_share = 0.371
INFO  metric critical-path-slowest-cell = o311ai_1
INFO  metric postCtsSetupBuffers = 0
INFO  metric area_leaders = fa_1, ha_1, inv_1
INFO  metric drtAntennaViolNets = 0
INFO  metric buffer_ports.inserted = 96
INFO  metric ys_types = between 100 and 150
INFO  metric placeableCoreArea = just over 50,000 um2
INFO  metric global_route.usage.total = 0.360
INFO  metric worst-setup-path-type = in -> out
INFO  metric grt_max_degree = 61
INFO  metric stage_log_warnings = 32
INFO  metric cts-resized-gates = 0
INFO  metric grt_setup_unrepaired = false
INFO  metric hold_buf_count_cts = 0
INFO  metric clkbuf_count = 0
INFO  metric status = finished, final reports clean
INFO  metric worst_slew_margin_rel = 0.269
INFO  metric yosys_warnings = 2
INFO  metric floorplan.initialDensity = 0.506
INFO  metric dr_total_vias = between 20,000 and 25,000
INFO  metric drv_cap = 0
INFO  metric floorplan.die.height = roughly 230 um
INFO  metric min-delay-path-class = in -> out
INFO  metric area_growth_syn_to_layout = 6.32%
INFO  metric worst_ep_required = 41.84 ns
INFO  metric dr.pass1.iters = 6
INFO  metric timing.final.setup_violations = 0
INFO  metric synth.yosys.seq_area_share = 0
INFO  metric chipArea = approximately 53,000 um2
INFO  metric worstSetupStartpointType = input pin
INFO  metric nature_of_the_critical_path_endpoint = primary output
INFO  metric clock.fmax = around 25 MHz
INFO  metric detail_route.wl_per_cell = ~22 um
INFO  metric grt_first_pass_wirelength = between 100 and 150 mm
INFO  metric pin_count = ~96
INFO  metric drt-vias-per-instance = between 5 and 6
INFO  metric hold_viol_final = 0
INFO  metric fp.dieW = 230 um
INFO  metric drt-initial-drc-count = ~1,200
INFO  metric period_needed = just under 40 ns
INFO  metric preCtsSetupSlack = 13.22 ns
INFO  metric placementRows = roughly 83
INFO  metric largest_area_cell = fa_1
INFO  metric crit_path_arrival_time = slightly below 30 ns
INFO  metric dpl.hpwl = between 70 and 80 mm
INFO  metric finalCritPeriodShare = 0.754
INFO  metric drive_above_1_share = 0.0556
INFO  metric tightestPinTransition = between 1 and 1.5 ns
-- layout make-up --
class	count	area, um2
timing repair buffer	168	1500
tap	680	851
inverter	656	2460
fill	4787	23700
multi-input combinational	2448	22900
-- layout by cell type, fill, tap and decap left out, drive strengths merged, types with 29 or more instances in the layout --
cell,instances
a22oi,30
a21o,41
o21ai,85
fa,483
ha,217
nand2,459
nor3,36
clkdlybuf4s50,96
nand3,32
and2,49
buf,72
a21oi,135
nand4,29
mux2i,111
nor2,346
inv,653
-- worst max-delay path, delay by kind of cell --
kind | cells | cell delay (ns)
adder cells (fa/ha/maj) | 12 | 5.47
AND/OR/NAND/NOR | 15 | 4.50
AND-OR/OR-AND | 14 | 4.39
buffers and inverters | 10 | 3.14
XOR/XNOR | 4 | 0.68
multiplexers | 1 | 0.25
-- logic make-up after synthesis --
logic type	after synthesis	synth area share
fa+ha+maj	700	0.476
compound gates	488	0.131
xor+xnor	43	0.0155
mux	162	0.0771
buf+inv	822	0.123
simple gates	1055	0.177
-- worst paths after layout --
path	start	to	slack, ns	cells after the start
worst max-delay path	b[4]	y[30]	12.89	56
worst min-delay path	a[31]	y[31]	21.84	3
-- routing by layer --
metal / vias up / track usage / share of wire
met5: - / 0.0239 / 0.0013
met2: 1054 / 0.554 / 0.46
met4: 4 / 0.0892 / 0.030
met1: 11400 / 0.488 / 0.39
met3: 158 / 0.146 / 0.11
li1: 10500 / - / -
-- stage by stage --
| step | hold slack, ns | cells | area [um2] | utilization |
|---|---|---|---|---|
| after CTS | 21.85 | 3952 | 27700 | 0.538 |
| after floorplan | 21.07 | 3270 | 26000 | - |
| after global placement | 21.84 | 3952 | 27700 | 0.538 |
| final | 21.84 | 3952 | 27700 | 0.538 |
| after global routing | 21.88 | 3952 | 27700 | 0.538 |
| after detailed placement | 21.85 | 3952 | 27700 | 0.538 |
